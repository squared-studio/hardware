**run.sh**
```bash
#!/bin/bash
# OpenROAD 26Q1-2900-gdf79404cd8, Yosys 0.63+post, stock flow scripts
make -C /OpenROAD-flow-scripts/flow DESIGN_CONFIG=/design/flow/config.mk WORK_HOME=/design/flow/orfs finish
```
**config.mk**
```make
export PLATFORM = sky130hd
export DESIGN_NAME = clk_div
export DESIGN_NICKNAME = clk_div
export VERILOG_FILES = /design/flow/design.v
export SDC_FILE = /design/flow/constraint.sdc
export NUM_CORES = 4
export LEC_CHECK = 1
export CORE_AREA = 10 10 70 70
export DIE_AREA = 0 0 80 80
```
**constraint.sdc**
```tcl
current_design clk_div

set clk_period 2.3
set clk_io_pct 0.2

create_clock -name clk0 -period $clk_period [get_ports {clk_i}]

set non_clock_inputs [all_inputs -no_clocks]
set_input_delay [expr $clk_period * $clk_io_pct] -clock clk0 $non_clock_inputs
set_output_delay [expr $clk_period * $clk_io_pct] -clock clk0 [all_outputs]
```
**design.v**
```verilog
interface dummy_if;
endinterface
package dummy_pkg;
endpackage
module clk_div #(
    parameter int DIV_WIDTH = 4
) (
    input logic                 arst_ni,   
    input logic                 clk_i,     
    input logic [DIV_WIDTH-1:0] div_i,     
    output logic clk_o   
);
  logic [DIV_WIDTH-1:0] counter_q;   
  logic [DIV_WIDTH-1:0] counter_n;   
  logic                 toggle_en;   
  always_comb toggle_en = (counter_q == '0);
  always_comb begin
    if (div_i == '0) begin
      counter_n = '0;
    end else begin
      counter_n = counter_q + 1;
      if (counter_n == div_i) begin
        counter_n = '0;
      end
    end
  end
  dual_edge_register #(
      .WIDTH(DIV_WIDTH)
  ) u_counter_reg (
      .arst_ni(arst_ni),
      .clk_i(clk_i),
      .data_i(counter_n),
      .en_i(1'b1),
      .data_o(counter_q)
  );
  dual_edge_register #(
      .WIDTH(1)
  ) u_clk_o_reg (
      .arst_ni(arst_ni),
      .clk_i(clk_i),
      .data_i(~clk_o),
      .en_i(toggle_en),
      .data_o(clk_o)
  );
endmodule
module dual_edge_register #(
    parameter int WIDTH = 8   
) (
    input logic arst_ni,   
    input logic clk_i,     
    input logic [WIDTH-1:0] data_i,   
    input logic             en_i,     
    output logic [WIDTH-1:0] data_o   
);
  logic [WIDTH-1:0] reg_pos;   
  logic [WIDTH-1:0] reg_neg;   
  always_comb begin
    data_o = clk_i ? reg_pos : reg_neg;
  end
  always_ff @(posedge clk_i or negedge arst_ni) begin
    if (!arst_ni) begin
      reg_pos <= '0;
    end else if (en_i) begin
      reg_pos <= data_i;
    end else begin
      reg_pos <= reg_neg;
    end
  end
  always_ff @(negedge clk_i or negedge arst_ni) begin
    if (!arst_ni) begin
      reg_neg <= '0;
    end else if (en_i) begin
      reg_neg <= data_i;
    end else begin
      reg_neg <= reg_pos;
    end
  end
endmodule
```
==> metrics.yaml <==
cts:
  tritoncts: "yes"
  worstSkewPairLatency_ns: 0.40
  clkSlewWorstSetupHoldPaths_ns: 0.07
route:
  drt_iter0_markers: 70
  ant_nets: 0
  diodes: 0
  wl_um: 2460
  viasPerCell: 4.36
  drt_pass1_iterations: 4
  wl_per_cell_um: 14.1
  drc: 0
  num_vias: 759
worst_setup_path:
  crit_family: "buffers and inverters"
  crit_path_start: "u_counter_reg.reg_neg[0]"
  critPathArrivalTime_ns: 3.47
  slowest_stage: "dfrtn_1"
  cp.required_ns: 2.58
  path_cells: "buf_6 -> mux2i_4 -> buf_6 -> buf_8 -> ha_4 -> xor2_4 -> nor3_4 -> clkbuf_8 -> a211oi_4 -> buf_4"
  endpoint_kind: "register"
  cp_max_fo: 2
  worstSetupPathType: "reg2reg"
  cp-start-kind: "register"
  crit_path_frequent_cell: "buf_6"
  slowest_delay_ns: 0.42
  regToRegStartpoint: "u_counter_reg.reg_neg[0]"
  cp.buffers_inverters: 5
global_routing:
  antenna_found_initial: 0
  grt_pass1_wl_um: 3800
  gr-total-overflow: 0
  grt_pass1_vias: 1213
  grtUsageTotal_pct: 8.53
  grt_max_degree: 11
synthesis:
  netlist_area_um2: 554
  ys_sh_aoi_pct: 9.26
  ys_cells: 45
  yosysTopAreaCell: "dfrtn_1"
  yosysChipArea_um2: 554
  synthMuxAreaShare_pct: 11.7
  top_cells_by_area: "dfrtn_1 (23%), dfrtp_1 (23%), mux2i_4 (8.1%)"
  edf_count: 0
  ys_types: 21
  synth-simple-area-share_pct: 9.93
  synth-xor-area-share_pct: 14.7
  seq_area_frac_synth_pct: 45.1
  syn_area_per_cell_um2: 12.3
  topCombFamilyByArea: "XOR/XNOR gates"
  common_cells: "dfrtn_1 (5), dfrtp_1 (5), inv_1 (4), nand2_1 (4), xor2_1 (4)"
  adder_share_pct: 4.51
  synthFlopType: "dfrtp_1"
  netlist_instances: 45
  synth_warnings: 3
  synth_flop_count: 10
  synth-async-reset-ratio_pct: 100
  top_area_share_pct: 22.6
placed_design:
  dp_slack_ns: -0.661
  gp_congestion: 0.763
  numPortBuffers: 6
  placedCellCount: 99
finish:
  fillers: 315
  areaGrowthSynthToFinish_pct: 155
  drive_gt1_share_pct: 70.3
  fin_cells: 174
sta:
  rsz0062_at_grt: "true"
  drv_slew: 0
  fin_ws_ns: -0.892
  skew_ns: 0.0197
  worst_slew_pin_slew_ns: 0.354
  final-setup-viol-count: 12
  hold_viol: 0
  relSlewSlack_pct: 76.3
outcome:
  status: "complete, but fails checks"
  violations: "setup timing"
floorplanning:
  die_h_um: 80
  initial_utilization_pct: 16.2
  core_um2: 3420
  io_pins: 7
  chip_area_um2: 6400
  num_rows: 21
  fp.dieW_um: 80
job:
  log.warning_count: 41
  maxCapViolations: 0
pwr:
  leakagePower_uw: 0.000680
  peakVddDrop_uv: 1470
  power_density_nw_per_um2: 2950
worst_hold_path:
  hold_class: "in2async"
==> worst reg2reg max path: stages (launching register included) <==
cell	delay, ns
dfrtn_1	0.42
buf_6	0.11
mux2i_4	0.06
buf_6	0.13
buf_8	0.11
ha_4	0.25
xor2_4	0.19
nor3_4	0.23
clkbuf_8	0.19
a211oi_4	0.07
buf_4	0.15
==> power breakdown <==
part	internal, uW	switching (uW)
sequential	288	66.8
combinational	60.5	47.3
clock	2260	1450
total	2610	1570
==> area by class of cell <==
type                    count  area [um^2]  share of cell area (%)
clock buffers              63          497                    35.1
multi-input cells          30          413                    29.2
flip-flops and latches     10          250                    17.7
repair buffers             12          105                    7.43
clock inverters            12         87.6                    6.19
well taps                  46         57.6                    4.07
inverters                   1         3.75                   0.265
==> per-stage QoR <==
step	setup TNS [ns]	total power, uW	util (%)	hold WS (ns)	cell area [um^2]
floorplan	-2.99	1280	-	0.164	608
global placement	-4.30	1240	21.6	0.239	737
detailed placement	-4.36	1240	21.6	0.239	737
CTS	-9.23	3900	39.3	0.371	1340
global route	-8.60	4480	41.4	0.378	1410
finish	-7.86	4170	41.4	0.368	1410
==> final timing paths <==
check / end / slack (ns) / cells after the start
min: u_counter_reg.reg_pos[2] / 0.37 / 2
min reg2reg: u_clk_o_reg.reg_neg / 0.92 / 6
max: u_counter_reg.reg_pos[2] / -0.89 / 10
max in group asynchronous: u_counter_reg.reg_neg[2] / 0.73 / 2
max reg2reg: u_counter_reg.reg_pos[2] / -0.89 / 10
min in group clk0: u_counter_reg.reg_pos[1] / 0.65 / 5
==> registers in the layout (all words and copies together), names as in the netlist <==
register / cells
u_clk_o_reg.reg_neg: 1
u_clk_o_reg.reg_pos: 1
u_counter_reg.reg_neg: 4
u_counter_reg.reg_pos: 4
==> cells in the final DEF, fill, tap and decap left out, drive strengths merged, types with 2 or more instances in the layout <==
cell	synthesis	routed
a211oi	3	3
nand3	2	2
buf	1	38
nand2	5	5
mux2i	4	4
clkbuf	0	35
xor2	4	4
o21ai	2	2
clkinv	0	2
dfrtp	5	5
dfrtn	5	5
ha	2	2
inv	4	9
==> timing repair <==
action	CTS	global route
pin swaps	10	7
setup buffers	10	3
hold buffers	0	0
resized	36	34
setup endpoints to repair	13	13
==> cell families (layout without fill, tap and decap cells) <==
family,Yosys count,count (layout)
simple gates,10,10
compound gates,8,8
fa+ha+maj,2,2
mux,4,4
flops,10,10
xor+xnor,6,6
buf+inv,5,88
==> layer usage <==
layer / routed length, um / share of wire, % / GRT usage, %
met1: 819 / 33 / 4.54
met2: 913 / 37 / 4.82
met3: 447 / 18 / 15.9
met4: 281 / 11 / 16.2
met5: 0 / 0 / 5.00
No activity file was given, so power comes from the tool's default toggle rates.
